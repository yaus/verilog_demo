$ cat flow/config.mk
export PLATFORM = sky130hd
export DESIGN_NAME = uart_rx
export DESIGN_NICKNAME = uart_rx
export VERILOG_FILES = /design/flow/design.v
export SDC_FILE = /design/flow/constraint.sdc
export NUM_CORES = 4
export LEC_CHECK = 1
export CORE_UTILIZATION = 30
$ cat flow/constraint.sdc
current_design uart_rx

set clk_period 4.7
set clk_io_pct 0.2

create_clock -name clk0 -period $clk_period [get_ports {clk}]

set non_clock_inputs [all_inputs -no_clocks]
set_input_delay [expr $clk_period * $clk_io_pct] -clock clk0 $non_clock_inputs
set_output_delay [expr $clk_period * $clk_io_pct] -clock clk0 [all_outputs]
$ cat flow/design.v
module uart_rx
(
    input               rst_n,
    input               clk,
    input               rx,
    input               enable,
    input       [7:0]   clk_ratio,
    output reg  [7:0]   data,
    output reg          rx_valid,
    output reg          rx_error
);
localparam IDLE_STATE=0;
localparam STARTBIT_STATE=1;
localparam DATABITS_STATE=2;
localparam STOPBIT_STATE=3;
localparam END_STATE=4;
reg [4:0]   state;
reg [4:0]   next_state;
reg         clk_start;
reg         next_clk_start;
reg [2:0]   next_data_cnt;
reg [2:0]   data_cnt;
reg [7:0]   next_data;
reg [7:0]   rx_data;
reg [7:0]   next_rx_data;
reg         next_rx_valid;
reg         next_rx_error;
reg [7:0]   clk_cnt;
wire        rx_ff;
sync
#(  .WIDTH(1)   )
u_synchronizer
(
    .clk(clk),
    .rst_n(rst_n),
    .din(rx),
    .dout(rx_ff)
);
wire sample_tick = clk_ratio[7:1] == clk_cnt[6:0];
wire cnt_overflow = clk_cnt == clk_ratio;
always @(*) begin
    next_state      = 0;
    next_clk_start  = clk_start;
    next_rx_data    = rx_data;
    next_rx_valid   = 0;
    next_rx_error   = rx_error;
    next_data       = data;
    next_data_cnt   = data_cnt;
    case(1'b1) 
        state[IDLE_STATE]:
            if(rx_ff == 0 && enable) begin
                next_state[STARTBIT_STATE] = 1;
                next_clk_start = 1;
            end else begin
                next_state[IDLE_STATE] = 1;
            end
        state[STARTBIT_STATE]:
            if(cnt_overflow)
                next_state[DATABITS_STATE] = 1;
            else
                next_state[STARTBIT_STATE] = 1;
        state[DATABITS_STATE]:
            if(sample_tick) begin
                next_data_cnt = data_cnt + 1;
                next_rx_data[data_cnt] = rx_ff;
                if(data_cnt == 7)
                    next_state[STOPBIT_STATE] = 1;
                else
                    next_state[DATABITS_STATE] = 1;
            end else
                next_state[DATABITS_STATE] = 1;
        state[STOPBIT_STATE]:
            if(sample_tick) begin
                next_rx_error = ~rx_ff;
                next_state[END_STATE] = 1;
            end else begin
                next_state[STOPBIT_STATE] = 1;
            end
        state[END_STATE]: 
            begin
                next_rx_valid          = 1;
                next_data_cnt          = 0;
                next_data              = rx_data;
                next_state[IDLE_STATE] = 1;
                next_clk_start         = 0;
            end
    endcase
end
always @(posedge clk or negedge rst_n) begin
    if(~rst_n) begin
        clk_cnt <= 0;
    end
    else if(clk_cnt == clk_ratio) begin
        clk_cnt <= 0;
    end
    else if(clk_start) begin
        clk_cnt <= clk_cnt + 1;
    end
    else begin
        clk_cnt <= 0;
    end
end
always @(posedge clk or negedge rst_n) begin
    if(~rst_n) begin
        state       <= 1 << IDLE_STATE;
        rx_data     <= 8'h00;
        rx_valid    <= 0;
        rx_error    <= 0;
        data        <= 8'h00;
        data_cnt    <= 3'h0;
        clk_start   <= 0;
    end
    else begin
        state       <= next_state;
        rx_data     <= next_rx_data;
        rx_valid    <= next_rx_valid;
        rx_error    <= next_rx_error;
        data        <= next_data;
        data_cnt    <= next_data_cnt;
        clk_start   <= next_clk_start;
    end
end
endmodule
module sync
#(
    parameter STAGE=3,
    parameter WIDTH=1
)
(
    input               clk,
    input               rst_n,
    input  [WIDTH-1:0]  din,
    output [WIDTH-1:0]  dout
);
reg [WIDTH-1:0] din_ff[STAGE-1:0];
always @(posedge clk or negedge rst_n) begin
    if(~rst_n) 
        din_ff[0] <= 0;
    else
        din_ff[0] <= din;
end
generate
genvar i;
for(i=1;i<STAGE;i=i+1) begin:SYNC_STAGE
    always @(posedge clk or negedge rst_n) begin
        if(~rst_n) 
            din_ff[i] <= 0;
        else
            din_ff[i] <= din_ff[i-1];
    end
end
endgenerate
assign dout = din_ff[STAGE-1];
endmodule
$ cat flow/run.sh
#!/bin/bash
# OpenROAD 26Q1-2900-gdf79404cd8, Yosys 0.63+post, stock flow scripts
make -C /OpenROAD-flow-scripts/flow DESIGN_CONFIG=/design/flow/config.mk WORK_HOME=/design/flow/orfs finish
==> results.txt <==
fresh numbers from the pnr run: status completed, Final ANT Viol Nets 0, final setup fails 0, FP Util 31.50%, Post-CTS Setup Inserts 0, R2R Path End rx_data[2], cell area after synthesis 1898 µm², Yosys warnings 3, FF+latch area 952.2 µm², Hold Path Stages 0, WP data required 4.87 ns, final hold violations 0, setup ws final 2.379 ns, H-tree depth 2, antenna violations before repair 0, DR WL/cell 12.88 µm, minimum clock period 2.321 ns, Synth Area per Inst 11.43 µm², R2R Setup Slk approximately 2.7 ns, cell internal pwr 629.0 µW, Synth area leaders dfrtp_1, xnor2_1, mux2_2, final wirelength 3399 µm, RSZ-0062 raised after global routing no, Synth flops 38, Post-Route Utilization a little under two fifths, chip footprint about 6600 µm², TritonCTS clock tree built, Pre-Repair DR Iteration Count 4, CTS buffer count 5, count leader, synth dfrtp_1, chip area in the Yosys report 1898 µm², Max Cap Viol 0, hold buffer count at CTS 0, Clock Latency Late Sink 0.29 ns, Final Slew Violations 0, # IOs 22, Distinct lib cells used 40, Reg power frac 47.9%, Synth Seq Share 50.16%, core area 6026 µm², gr usage total between 10% and 20%, cell count listed in synth_stat.txt 166, PortBufs 21, std cell rows 28, ant diodes 0, Worst Setup Path Type primary input to flip-flop, Place WS approximately 2.1 ns, Peak VDD IR 0.2540 mV, Post-synth EDFFs 0, Worst Hold Class flip-flop to flip-flop, clk buf depth 2, NetSw 344.9 µW, DRC viols 0, Layout fillers 598, clock skew 0.008351 ns, leakage power 0.9418 nW, crit-path max FO 6, most instantiated cells after synthesis dfrtp_1, xnor2_1, nor2_1, o21ai_0, nand4_1, Top FF cell, synth dfrtp_1, Cell Pwr Density 434.9 nW/µm², hold worst-path end u_synchronizer.din_ff[1], worst hold start u_synchronizer.din_ff[0], number of DRC markers in iteration 0 67, share of cells above drive strength 1 13.23%, FFs w/ async S/R, synth 100.0%, Clock Sinks 38, Vias about 1.3k, synthesis-to-finish area growth 18.00%, global route overflow 0, Fmax ~430 MHz, Area leader share 48.78%, DPL Wire Length 2427 µm, pin count of the biggest net entering global routing 39, Critical Path Source Type primary input, Critical R2R Launch data_cnt[0], Root Driver clkbuf_8, worst-margin pin slew 0.5713 ns, first-pass GRT wire length 6078 µm, stage-log warning count 27, final critical-path share of the clock period 49.38%, DR vias/cell 4.833, cells after synthesis ~170, Die H 81.54 µm, GPL Wtd Cong 0.8583, crit end category flip-flop, Comb power frac 30.3%, setup TNS 0 ns, CTS clk-pin slew, worst paths 0.07 ns, vias in the first global route 1311, R2R depth 5, clock share of power 21.9%, switching share of power ~35%, relative slew slack 61.65%, Comb area 878.3 µm², post-CTS sizing 0, crit path DAT approximately 2.5 ns, die width 81.54 µm, largest area contributor in the netlist dfrtp_1
## worst max-delay path, stage by stage
cell             delay, ns
clkdlybuf4s50_1       0.46
xnor2_1               0.24
and4_1                0.38
nand4_1               0.14
mux2_1                0.33
## through the flow
stage                     instances  instance area, µm²  total power [mW]  hold slack, ns
after floorplan                 166                1898            0.7081          0.3312
after global placement          256                2160            0.7659          0.3353
after detailed placement        256                2160            0.7670          0.3347
after CTS                       264                2240            0.9842          0.3501
after global routing            264                2240             1.045          0.3694
final                           264                2240            0.9740          0.3487
## worst max-delay path by stage
stage	end	slack (ns)	depth (start not counted)	startpoint
CTS	rx_data[0]	2.41	5	clk_ratio[2]
global route	rx_data[2]	2.26	5	clk_ratio[2]
finish	rx_data[0]	2.38	5	clk_ratio[2]
## kinds of logic after synthesis
kind of cell	after synthesis	synth area share, %
adder cells (fa/ha/maj)	5	3.296
multiplexers	13	7.647
AND/OR/NAND/NOR	52	16.55
AND-OR/OR-AND	22	7.383
buffers and inverters	13	3.559
flip-flops	38	50.17
XOR/XNOR	23	11.40
## cell type report
class	instances	area share [%]
Sequential cell	38	42.51
Clock buffer	8	3.575
Inverter	6	1.006
Tap cell	75	4.190
Timing Repair Buffer	22	9.497
Multi-Input combinational cell	115	39.22
## cell usage in the layout (no fill, tap or decap), types with 2 or more instances in the layout
cell / count
dfrtp_1: 37
clkdlybuf4s50_1: 20
xnor2_1: 15
nor2_1: 12
o21ai_0: 10
nand4_1: 9
mux2_2: 8
nand3_1: 7
xor2_1: 6
inv_1: 6
nand2_1: 5
ha_1: 5
clkbuf_8: 5
mux2_1: 4
o31ai_1: 4
o21a_1: 3
clkbuf_1: 3
and3_1: 2
xnor2_2: 2
and4_2: 2
nor4_1: 2
nand4b_1: 2
a32oi_1: 2
## power groups by stage
stage	Sequential, mW	Combinational [mW]	Clock (mW)
4_1_cts	0.467	0.297	0.220
5_1_grt	0.479	0.335	0.232
6_report	0.466	0.295	0.213
## sequential cells by signal, summed over array words and instances (netlist names)
name	count
clk_start	1
u_synchronizer.din_ff	3
rx_data	8
clk_cnt	8
data_cnt	3
rx_valid	1
rx_error	1
state	5
data	8
## routing by layer
layer  wire length, µm  track usage (%)  vias up
met3               157            2.480        9
met1              1705            18.22      603
met5                 0                0        -
met4                85            2.500        0
li1                  -                -      634
met2              1450            17.83       30
Power figures rest on the tool's default switching activity, not on a simulated workload.
