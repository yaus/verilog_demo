<file path="/design/flow/run.sh">
#!/bin/bash
# OpenROAD 26Q1-2900-gdf79404cd8, Yosys 0.63+post, stock flow scripts
make -C /OpenROAD-flow-scripts/flow DESIGN_CONFIG=/design/flow/config.mk WORK_HOME=/design/flow/orfs finish
</file>
<file path="/design/flow/config.mk">
export PLATFORM = sky130hd
export DESIGN_NAME = SRAM
export DESIGN_NICKNAME = SRAM
export VERILOG_FILES = /design/flow/design.v
export SDC_FILE = /design/flow/constraint.sdc
export NUM_CORES = 4
export LEC_CHECK = 1
export CORE_UTILIZATION = 30
</file>
<file path="/design/flow/constraint.sdc">
current_design SRAM

set clk_period 3.1
set clk_io_pct 0.2

create_clock -name clk0 -period $clk_period

set non_clock_inputs [all_inputs -no_clocks]
set_input_delay [expr $clk_period * $clk_io_pct] -clock clk0 $non_clock_inputs
set_output_delay [expr $clk_period * $clk_io_pct] -clock clk0 [all_outputs]
</file>
<file path="/design/flow/design.v">
`timescale 1ns/1ps
module SRAM
#(
  parameter WIDTH=8,
  parameter DEPTH=16,
  parameter ADDR_WIDTH=4
  )
(
  input [ADDR_WIDTH-1:0]  rd_addr,
  input                   rd_en,
  output [WIDTH-1:0]      rd_dout,
  input [ADDR_WIDTH-1:0]  wr_addr,
  input                   wr_en,
  input [WIDTH-1:0]       wr_din
);
reg [WIDTH-1:0] mem[DEPTH-1:0];
wire [WIDTH-1:0] rd_out;
assign rd_out = ~rd_en ? {WIDTH{1'bx}} : mem[rd_addr];
assign #1 rd_dout = rd_out;
always @(*) begin
  if(wr_en)
    #1 mem[wr_addr] = wr_din;
end
endmodule
</file>
==> results.cfg <==
; implementation run metrics
[global_route]
grt_max_degree = 20
antenna_found_initial = 0
grt_pass1_vias = 2368
gr-total-overflow = 0
grt_first_pass_wirelength_um = 12750
grt_usage = 0.1514

[synth]
netlist_instances = 320
yosysWarnings = 2
ys_sh_aoi = 0.1658
async_flop_share = 0
ys_top_logic_family = AND-OR/OR-AND gates
synth_area_um2 = 3207
ys_cells = 320
netlist-cell-type-count = 39
mux_share = 0.08076
avgSynthCellArea_um2 = 10.02
edf_count = 0
ys_sh_simple = 0.1128
flop_cell = dlxtn_1
adder_share = 0
yosys_area_um2 = 3207
synth-xor-area-share = 0
synth_flops = 128

[final_timing]
maxSlewHeadroom = 0.6494
unclocked_pins = 128
fin_ws_ps = 117.1
fmax_ghz = 0.3352
tightest_slew_ps = 524.3
report.final.slew_viol_count = 0
rsz0062_at_grt = true
hold_violations = 0
finalSetupViolCount = 0
untimed_endpoints = 128
fin_crit_sh = 0.9622
worst_hold_slack_ps = 2210
post-route-min-period_ps = 2983

[pwr]
power_density_nw_per_um2 = 108.8
cellLeakagePower_nw = 1.734
peakVddDrop_v = 0.00005362
power.net_switching_uw = 151.5
power.share.combinational = 0.670
sequentialPowerShare = 0.330
pwr-share-clk = 0
p_int_uw = 265.0
swShare = 0.3637

[placement]
numPortBuffers = 25
hpwl_um = 5745
gp_congestion = 0.8525
dpl_worst_slack_ps = -478.1

[critical_path]
critPathRequiredTime_ps = 2480
path_class = input pin to output pin
crit_fanout = 6
crit_slowest_cell = clkdlybuf4s50_1
startpoint = rd_addr[2]
max_stage_delay_ps = 410
start_kind = input pin
path_cells = dlygate4sd2_1 -> nor2b_1 -> buf_4 -> a22oi_1 -> a2bb2oi_1 -> o21ai_0 -> o32a_1 -> clkdlybuf4s50_1
end_kind = output pin
cp.arrival_ps = 2360

[drt]
via_count = 2410
drc_errors = 0
drt_iter0_markers = 105
wl_per_cell_um = 15.93
antenna_cells_inserted = 0
via_per_inst = 4.869
dr.pass1.iters = 4
wl_um = 7883
drtAntennaViolNets = 0

[worst_hold_path]
min_from = rd_addr[1]
hold_path_class = input pin to output pin

[run]
cap_violations = 0
warnings = 34

[clock_tree]
ctsHoldBuffers = 0

[floorplan]
rows = 37
die_h_um = 105.4
core_um2 = 10320
die_w_um = 105.4
io-pin-count = 26
dieArea_um2 = 11110
core_util_floorplan = 0.3106

[final_layout]
utilization = 0.3707
final_layout_size_suffix_gt1_frac = 0.1560
syn_to_final_growth_pct = 19.35
largest_reg_flops = 128

[status]
status = finished clean
layer usage:
layer | vias up | share of wire | global-route usage
li1 | 1210 | - | -
met1 | 1137 | 0.47 | 0.2364
met2 | 61 | 0.48 | 0.2491
met4 | 0 | 0.0032 | 0.006036
met5 | - | 0 | 0
met3 | 2 | 0.053 | 0.01136
repair_timing:
item,CTS,global route
cloned,1,0
pin swaps,3,2
endpoints found under the setup margin,8,8
buffers inserted,2,0
gates resized,20,8
power by group through the flow:
stage	registers, mW	logic [mW]	clock network [mW]
4_1_cts	0.137	0.280	0
5_1_grt	0.146	0.306	0
6_report	0.138	0.279	0
cell type report:
class,instances,area [µm²]
repair buffers,56,513.0
inverters,7,26.28
multi-input cells,168,1196
well taps,136,170.2
flip-flops and latches,128,1922
fillers,1014,6496
Yosys cell counts (7+ instances only):
master | n | area (µm²)
o22ai_1 | 8 | 50.05
o21ai_0 | 12 | 60.06
nand2_1 | 25 | 93.84
nor2b_1 | 9 | 56.30
a2bb2oi_1 | 8 | 70.07
buf_2 | 7 | 35.03
mux2i_1 | 9 | 90.09
nor2_1 | 7 | 26.28
dlxtn_1 | 128 | 1920
nand3_1 | 13 | 65.06
a21oi_1 | 14 | 70.07
a22oi_1 | 18 | 135.1
critical path: cells and delay by family:
| family | cells | cell delay (ps) |
|---|---|---|
| buffers and inverters | 3 | 830 |
| AOI/OAI and AO/OA | 4 | 760 |
| and+or+nand+nor | 1 | 140 |
through the flow:
stage          cells  area (µm²)  TNS (ps)  power [mW]
6_report         495        3827         0      0.4165
5_1_grt          495        3827    -22.91      0.4518
4_1_cts          495        3815         0      0.4173
3_5_place_dp     492        3751     -3194      0.4060
3_3_place_gp     492        3751     -2951      0.4019
2_1_floorplan    320        3207         0      0.2709
worst paths after layout:
| kind | endpoint | depth (start not counted) |
|---|---|---|
| worst min-delay path | rd_dout[5] | 7 |
| worst max-delay path | rd_dout[3] | 8 |
layout by cell type, fill, tap and decap left out, types with 5 or more instances in the layout:
master           count
o32a_1               6
inv_1                6
nand3_1             13
buf_4               24
mux4_2               6
nand2_1             24
a22oi_1             17
mux2i_1              9
nor2b_1              5
a21oi_1             13
clkdlybuf4s50_1     21
dlxtn_1            128
o21ai_0              8
nor2_1               6
o21ai_1              9
a2bb2oi_1            8
o22ai_1              8
kinds of logic (layout without fill, tap and decap cells):
family                 Yosys count  in the layout
latches                        128            128
buffers and inverters           24             63
AOI/OAI and AO/OA               79             79
and+or+nand+nor                 71             71
muxes                           18             18
Power figures rest on the tool's default switching activity, not on a simulated workload.
