## flow/constraint.sdc

```tcl
current_design uart_tx

set clk_period 2.0
set clk_io_pct 0.2

create_clock -name clk0 -period $clk_period [get_ports {clk}]

set non_clock_inputs [all_inputs -no_clocks]
set_input_delay [expr $clk_period * $clk_io_pct] -clock clk0 $non_clock_inputs
set_output_delay [expr $clk_period * $clk_io_pct] -clock clk0 [all_outputs]
```

## flow/config.mk

```make
export PLATFORM = sky130hd
export DESIGN_NAME = uart_tx
export DESIGN_NICKNAME = uart_tx
export VERILOG_FILES = /design/flow/design.v
export SDC_FILE = /design/flow/constraint.sdc
export NUM_CORES = 4
export LEC_CHECK = 1
export CORE_AREA = 10 10 93 93
export DIE_AREA = 0 0 103 103
```

## flow/design.v

```verilog
module uart_tx
(
    input           rst_n,
    input           clk,
    input           enable,
    input   [7:0]   data,
    input   [7:0]   clk_ratio,
    output reg      tx_active,
    output reg      tx
);
localparam  IDLE_STATE=0;
localparam  STARTBIT_STATE=1;
localparam  DATABITS_STATE=2;
localparam  STOPBIT_STATE=3;
reg [3:0]   state;
reg [2:0]   bit_cnt;
reg [3:0]   next_state;
reg         next_tx_active;
reg         next_tx;
reg [2:0]   next_bit_cnt;
reg [7:0]   clk_cnt;
always @(posedge clk or negedge rst_n) begin
    if(~rst_n) begin
        state       <= 4'b1 << IDLE_STATE;
        tx          <= 1'b1;
        tx_active   <= 1'b0;
        bit_cnt     <= 3'b0;
    end else begin
        state       <= next_state;
        tx          <= next_tx;
        tx_active   <= next_tx_active;
        bit_cnt     <= next_bit_cnt;
    end
end
always @(*) begin
    next_state      = state;
    next_tx         = tx;
    next_tx_active  = tx_active;
    next_bit_cnt    = bit_cnt;
    if(clk_cnt == clk_ratio) begin
        next_state = 0;
        case(1'b1)
            state[IDLE_STATE]:
                if(enable) begin
                    next_state[STARTBIT_STATE] = 1;
                    next_tx = 0;
                    next_tx_active = 1;
                end 
                else
                    next_state[IDLE_STATE] = 1;
            state[STARTBIT_STATE]:
                begin
                    next_state[DATABITS_STATE] = 1;
                    next_bit_cnt               = 0;
                    next_tx                    = data[0];
                end
            state[DATABITS_STATE]:
                if(bit_cnt == 7) begin
                    next_state[STOPBIT_STATE] = 1;
                    next_bit_cnt              = 0;
                    next_tx                   = 1;
                    next_tx_active            = 0;
                end else begin
                    next_state[DATABITS_STATE] = 1;
                    next_bit_cnt               = bit_cnt + 1;
                    next_tx                    = data[next_bit_cnt];
                end
            state[STOPBIT_STATE]:
                if(enable) begin
                    next_state[STARTBIT_STATE] = 1;
                    next_tx = 0;
                    next_tx_active = 1;
                end
                else
                begin
                    next_state[IDLE_STATE] = 1;
                    next_tx                = 1;
                end
        endcase
    end
end
always @(posedge clk or negedge rst_n) begin
    if(~rst_n)
        clk_cnt <= 8'h00;
    else if(clk_cnt == clk_ratio)
        clk_cnt <= 8'h00;
    else
        clk_cnt <= clk_cnt + 1;
end
endmodule
```

## flow/run.sh

```bash
#!/bin/bash
# OpenROAD 26Q1-2900-gdf79404cd8, Yosys 0.63+post, stock flow scripts
make -C /OpenROAD-flow-scripts/flow DESIGN_CONFIG=/design/flow/config.mk WORK_HOME=/design/flow/orfs finish
```

==> impl_metrics.toml <==
# physical design summary
[status]
outcome = "finished clean"

[final_timing]
clock.fmax_mhz = 554
slew_violations = 0
post-route-period-util = 0.903
finalSetupViolations = 0
rsz0062_at_grt = "false"
skew_ns = 0.00586
hold_viol = 0
setup_tns_ns = 0
fin_ws_ns = 0.195
tightest_slew_ns = 0.401
relSlewSlack = 0.726
fin_crit_ns = 1.81

[detailed_routing]
vias = 828
wl_mm = 2.32
ant_nets = 0
drtIter0Drc = 32
drcViolationCount = 0
viasPerCell = 3.94
wire_per_inst_um = 11.0
diodes = 0
drt-pass1-iter-count = 3

[placed_design]
numPortBuffers = 20
gp_congestion = 0.830
dp_hpwl_mm = 1.87
place_ws_ns = -0.0802

[clock_network]
cts_setup_buffers = 0
numClockSinks = 17
cts_root_buf = "clkbuf_8"
htreeDepth = 1
cts_buffers = 3
cts_resized = 0
cts_hold_buf = 0
cts_tree = "done"
clk_pin_slew_ns = 0.07
insertion_delay_ns = 0.25
clk_path_buf_depth = 2

[setup_path]
ff2ff_path_depth = 5
cp-end-kind = "register"
path_max_fanout = 8
path_depth = 6
critPathLaunchType = "input port"
required_ns = 2.13
slowest_delay_ns = 0.41
cpMaxStageDelayCell = "clkdlybuf4s50_1"
path_delay_family = "simple AND/OR/NAND/NOR gates"
path_cells = "clkdlybuf4s50_1, xor2_1, nor4_4, buf_4, a31oi_1, or3b_1"
crit_buf_inv = 2
critPathArrivalTime_ns = 1.93
critical_path_class = "in2reg"

[cells_and_area]
drive_gt1_frac = 0.115
syn2layout_area_growth_pct = 33.9
fill_cells = 712

[floorplanning]
core_area_um2 = 6760
die_width_um = 103
die_h_um = 103
die-area_um2 = 10600
io_pins = 21
row_count = 30
fp_util = 0.158

[synthesis]
synthSimpleGateAreaFrac = 0.218
synth-warning-count = 1
synthAdderAreaFrac = 0.0351
ys_types = 35
synth-compound-area-share = 0.0901
syn_area_um2 = 1070
numSynthFlops = 17
netlist_instances = 105
yosysSeqAreaShare = 0.400
yosysChipArea_um2 = 1070
netlist_logic_family_top = "simple AND/OR/NAND/NOR gates"
xor_area_frac = 0.115
yosysCellCount = 105
avgSynthCellArea_um2 = 10.2
ys_sh_mux = 0.0889

[power_and_ir_drop]
p_per_area_nw_per_um2 = 993
ir_drop_mv = 0.185
p_leak_nw = 0.594

[grt]
grt_overflow_total = 0
grt_pass1_vias = 833
antenna_found_initial = 0
track_usage = 0.0454
grt_pass1_wl_mm = 3.90
grt_max_degree = 18

[job]
openroad.warnings = 25
cap_violations = 0

[min_path]
hold_class = "in2async"
[cell families after synthesis]
kind of cell / count (synthesis)
and+or+nand+nor: 38
muxes: 8
adders and majority gates: 3
xor gates and xnor gates: 14
AOI/OAI and AO/OA: 13
buffers and inverters: 12
DFF: 17
[per-stage QoR]
step | instance area, µm² | hold slack [ns] | std cells | total power, mW | utilization
2_1_floorplan | 1070 | 0.104 | 105 | 1.02 | -
3_3_place_gp | 1390 | 0.490 | 206 | 1.19 | 0.205
3_5_place_dp | 1390 | 0.497 | 206 | 1.19 | 0.205
4_1_cts | 1430 | 0.480 | 210 | 1.44 | 0.212
5_1_grt | 1430 | 0.482 | 210 | 1.56 | 0.212
6_report | 1430 | 0.474 | 210 | 1.42 | 0.212
[where the power goes]
part,internal (mW),switching (mW)
logic,0.307,0.266
registers,0.455,0.144
clock network,0.141,0.109
total,0.904,0.519
[flip-flops by register name, indices dropped and copies added (netlist names)]
name	cells
clk_cnt	8
state	4
tx_active	1
tx	1
bit_cnt	3
[cells in the final DEF, fill, tap and decap left out, types with 3 or more instances in the layout]
cell             instances
dfrtp_1                 15
nor3_1                   4
clkdlybuf4s50_1         20
ha_1                     3
xor2_1                  13
inv_1                    6
clkbuf_8                 3
and3_1                   4
buf_4                    7
nand3_1                  9
nor2_1                  10
mux2i_1                  5
[synthesized netlist by cell type, drive strengths merged]
cell type | number | area [µm²]
dfrtp | 15 | 375
xor2 | 13 | 114
nor2 | 10 | 37.5
nand3 | 9 | 45.0
inv | 6 | 22.5
mux2i | 5 | 50.1
and3 | 4 | 25.0
nor3 | 4 | 20.0
buf | 3 | 23.8
clkbuf | 3 | 11.3
ha | 3 | 37.5
a21oi | 2 | 10.0
a31oi | 2 | 12.5
a32o | 2 | 20.0
dfstp | 2 | 52.6
mux2 | 2 | 22.5
nor2b | 2 | 12.5
nor3b | 2 | 15.0
nor4 | 2 | 42.5
a2111oi | 1 | 8.76
a211o | 1 | 8.76
a221oi | 1 | 8.76
a41oi | 1 | 8.76
and2 | 1 | 6.26
mux4 | 1 | 22.5
nand2 | 1 | 3.75
nand3b | 1 | 7.51
nor4b | 1 | 8.76
o211ai | 1 | 7.51
o21ai | 1 | 5.00
o22ai | 1 | 6.26
or3b | 1 | 8.76
xnor2 | 1 | 8.76
[worst reg2reg max path, delay by kind of cell (launching register included)]
kind,cells,cell delay (ns)
flip-flops,1,0.44
XOR/XNOR,1,0.19
AND-OR/OR-AND,1,0.08
buffers and inverters,1,0.20
AND/OR/NAND/NOR,2,0.63
[worst paths after layout]
path / to / startpoint / slack (ns)
max in group asynchronous: tx / rst_n / 1.27
max reg2reg: bit_cnt[0] / clk_cnt[0] / 0.35
max: bit_cnt[0] / clk_ratio[7] / 0.19
min: tx_active / rst_n / 0.47
min in group clk0: bit_cnt[1] / bit_cnt[1] / 0.51
min reg2reg: bit_cnt[1] / bit_cnt[1] / 0.51
[metal layers]
metal  up-vias  track usage  part of all wire  routed length, µm
li1        427            -                 -                  -
met1       391       0.0568              0.46               1070
met2         8       0.0751              0.48               1120
met3         2       0.0169             0.053                124
met4         0      0.00535            0.0052                 12
met5         -            0                 0                  0
[layout make-up]
class / instances / area (µm²) / area share
clock buffers: 4 / 45.0 / 0.0314
flip-flops and latches: 17 / 428 / 0.299
repair buffers: 27 / 253 / 0.176
multi-input cells: 76 / 584 / 0.408
inverters: 6 / 22.5 / 0.0157
well taps: 80 / 100 / 0.0699
Power and IR drop assume default switching activity.
